`./run.sh`:
```
#!/bin/bash
# OpenROAD 26Q1-2900-gdf79404cd8, Yosys 0.63+post, stock flow scripts
make -C /OpenROAD-flow-scripts/flow DESIGN_CONFIG=/design/flow/config.mk WORK_HOME=/design/flow/orfs finish
```
`./config.mk`:
```
export PLATFORM = sky130hd
export DESIGN_NAME = I2S_transmitter
export DESIGN_NICKNAME = I2S_transmitter
export VERILOG_FILES = /design/flow/design.v
export SDC_FILE = /design/flow/constraint.sdc
export NUM_CORES = 4
export LEC_CHECK = 1
export CORE_UTILIZATION = 30
```
`./constraint.sdc`:
```
current_design I2S_transmitter

set clk_period 5.4
set clk_io_pct 0.2

create_clock -name clk0 -period $clk_period [get_ports {Clk}]

set non_clock_inputs [all_inputs -no_clocks]
set_input_delay [expr $clk_period * $clk_io_pct] -clock clk0 $non_clock_inputs
set_output_delay [expr $clk_period * $clk_io_pct] -clock clk0 [all_outputs]
```
`./design.v`:
```
module I2S_transmitter 
#(
    parameter  SAMPLE_WIDTH = 16 
)
(
    input Clk,
    input BClk,                        
    input LRClk,                       
    input [SAMPLE_WIDTH-1:0] LeftIn,   
    input [SAMPLE_WIDTH-1:0] RightIn,  
    output DacDat
);
reg [SAMPLE_WIDTH-1:0] lb;
reg [SAMPLE_WIDTH-1:0] rb;
reg [4:0] bit_cnt;  
reg actualLR;
wire [4:0] bit_ptr = ~bit_cnt;
assign DacDat = (bit_cnt < SAMPLE_WIDTH) ? actualLR ? lb[bit_ptr] : rb[bit_ptr] : 1'b0;
reg [2:0] bclk_trg; 
always @(posedge Clk)
    bclk_trg <= { bclk_trg[1:0], BClk };
assign BCLK_S = bclk_trg[1];                     
wire BCLK_Pos = ~bclk_trg[2] & bclk_trg[1];            
wire BCLK_Neg = bclk_trg[2] & ~bclk_trg[1];            
reg [2:0] lrclk_trg;
always @(posedge Clk)
    lrclk_trg <= { lrclk_trg[1:0], LRClk };
wire LRClk_S = lrclk_trg[1];                   
wire LRCLK_PRV = lrclk_trg[2];                   
wire LRClk_Change = lrclk_trg[2] ^ lrclk_trg[1];             
always @(posedge Clk)
begin
    if (LRClk_Change) begin  
        bit_cnt <= (SAMPLE_WIDTH-1);
        actualLR <= ~LRClk_S;
    end
    else if (BCLK_Neg) begin  
        actualLR <= LRClk_S;
        bit_cnt <= bit_cnt + 1'b1;
            if (bit_cnt == (SAMPLE_WIDTH-1))
            begin
                lb <= LeftIn;
                rb <= RightIn;
            end                 
    end
end
endmodule
```
==> reports/qor.json <==
{
  "drt": {
    "top_layer_used": "met4",
    "detailroute.wirelength.met3_um": 233,
    "routed_wirelength_um": 2553,
    "detailedRoute.firstIterationViolations": 39,
    "wl_met1_um": 1165,
    "n_antenna_cell": 0,
    "viasPerCell": 4.434,
    "vias": 878,
    "detail_route.wl_per_cell_um": 12.89,
    "remaining_drcs": 0,
    "number_of_nets_with_antenna_violations_after_detailed_routing": 0,
    "detailedRoute.firstPassIterationCount": 4,
    "dr_wl_met2_um": 1139
  },
  "die": {
    "die_y_um": 76.54,
    "num_rows": 26,
    "fp.coreArea_um2": 5238,
    "chip_area_um2": 5858,
    "die-width_um": 76.54,
    "initial_core_util_pct": 31.82,
    "boundary_pin_count": 36
  },
  "clock_network": {
    "cts_inserted_buffers": 5,
    "worstSkewPairLatency_ns": 0.28,
    "htree_num_levels": 2,
    "clkTransAtPathRegs_ns": 0.07,
    "ctsRootBufferMaster": "sky130_fd_sc_hd__clkbuf_8",
    "tritoncts": "built",
    "postCtsSetupBuffers": 0,
    "quantity_of_hold_fixing_buffers_added_after_cts": 0,
    "numClockSinks": 44,
    "post_cts.resized_instances": 0,
    "cts-root-to-sink-buffers": 2
  },
  "sta": {
    "report.final.hold_viol_count": 0,
    "timing.clock.skew_ns": 0.007143,
    "layout_worst_path_cycle_share_pct": 66.82,
    "fmax_mhz": 277.1,
    "fin_crit_period_ns": 3.609,
    "slew_headroom_pct": 58.76,
    "final.setup.tns_ns": 0,
    "setup_violations": 0,
    "worst_pin_slew_ns": 0.6173,
    "grt_setup_unrepaired": "false",
    "report.final.slew_viol_count": 0,
    "fin_hold_ws_ns": 0.3295
  },
  "placement": {
    "place_hpwl_um": 1745,
    "io_buffer_count": 35,
    "finalWeightedCongestion": 0.7336,
    "post_dp_cell_area_um2": 2081
  },
  "yosys": {
    "synth.cells.most_frequent": "33 x sky130_fd_sc_hd__edfxtp_1, 11 x sky130_fd_sc_hd__dfxtp_1, 7 x sky130_fd_sc_hd__mux4_2, 5 x sky130_fd_sc_hd__nand2_1, 4 x sky130_fd_sc_hd__mux2i_1",
    "synth.cellmix.xorXnorShare_pct": 1.577,
    "synth.cellmix.compoundShare_pct": 4.730,
    "edf_count": 33,
    "yosys-stat-cells": 89,
    "synthTopCellsByArea": "sky130_fd_sc_hd__edfxtp_1 59%, sky130_fd_sc_hd__dfxtp_1 13%, sky130_fd_sc_hd__mux4_2 9.5%",
    "post_synth_instance_area_um2": 1667,
    "synth.yosys.seq_area_share_pct": 72.67,
    "dominant_cell_by_count_in_the_synthesized_netlist": "sky130_fd_sc_hd__edfxtp_1",
    "yosys.stat.chipArea_um2": 1667,
    "synth-seq-cells": 44,
    "synth.lib_cells_used.distinct": 27,
    "simple_gate_area_share_pct": 4.655,
    "netlist.area_leader.share_pct": 59.46,
    "synth-main-ff-cell": "sky130_fd_sc_hd__edfxtp_1",
    "synth_adder_area_share_pct": 1.502,
    "netlist_logic_family_top": "multiplexers",
    "top_area_cell": "sky130_fd_sc_hd__edfxtp_1",
    "yosys_warnings": 2,
    "post_synth.cell_area_avg_um2": 18.73,
    "synth_async_sr_flop_share_pct": 0,
    "synthMuxAreaShare_pct": 12.54,
    "synthesis.instances": 89
  },
  "critical_path": {
    "critical_path.max_fanout": 9,
    "worst-setup-path-type": "reg -> out",
    "critical_path_arrival_ns": 2.53,
    "crit_chain": "mux4_2 > nor2b_4 > a2111oi_4 > a311oi_1 > clkdlybuf4s50_1",
    "count_of_buffering_cells_on_the_critical_path_with_inverters_included": 1,
    "critical_path.endpoint_type": "output port",
    "critical-path-top-delay-family": "flip-flops",
    "setup.worst_path.start_class": "flop",
    "worstPathRequired_ns": 4.32,
    "critical-path-slowest-cell": "sky130_fd_sc_hd__edfxtp_1",
    "cpPeakStageDelay_ns": 0.69
  },
  "run_status": {
    "status": "finished, final reports clean"
  },
  "power": {
    "power.density_cell_area_nw_per_um2": 328.9,
    "maximum_vdd_drop_mv": 0.1459,
    "power_leakage_uw": 0.0007579
  },
  "global_routing": {
    "global_route_wire_length_before_repair_um": 4291,
    "global_route.usage.total_pct": 9.835,
    "grt_pass1_vias": 908,
    "maximum_number_of_pins_on_one_net_before_global_route_repair": 29,
    "grt_remaining_overflow": 0,
    "initial_antenna_violation_count": 0
  },
  "cells_and_area": {
    "fill_cells": 458,
    "final_design_area_no_fill_um2": 2188,
    "ratio_of_cells_with_drive_above_1_in_the_final_layout_pct": 14.06,
    "syn_to_final_growth_pct": 31.31
  },
  "run": {
    "drv.max_cap_violation_count": 0,
    "stage_log_warnings": 25
  },
  "worst_hold_path": {
    "hold_class": "reg -> reg"
  }
}
[sequential cells by signal, indices dropped and copies added (netlist names)]
signal / cells
bit_cnt: 5
lb: 16
lrclk_trg: 3
bclk_trg: 3
actualLR: 1
rb: 16
[worst reg2reg max path, cell delays in order, from the launching register on]
cell and delay [ns]:
sky130_fd_sc_hd__dfxtp_1 0.65, sky130_fd_sc_hd__ha_1 0.30, sky130_fd_sc_hd__and3_1 0.17, sky130_fd_sc_hd__ha_1 0.14, sky130_fd_sc_hd__and3_1 0.29, sky130_fd_sc_hd__buf_4 0.39
[through the flow]
| step | cells | utilization (%) | total power, µW | setup slack (ns) |
|---|---|---|---|---|
| final | 198 | 41.78 | 719.7 | 1.791 |
| after CTS | 198 | 41.78 | 728.4 | 1.710 |
| after global routing | 198 | 41.78 | 753.0 | 1.616 |
| after global placement | 190 | 39.73 | 487.8 | 2.050 |
| after floorplan | 89 | - | 451.0 | 2.869 |
| after detailed placement | 190 | 39.73 | 489.7 | 2.040 |
[routing by layer]
layer | up-vias | global-route usage [%]
met5 | - | 0
met4 | 0 | 0.9615
met3 | 2 | 4.136
met2 | 39 | 13.51
met1 | 416 | 16.09
li1 | 421 | -
[cell type report]
cell class | count | area [µm²] | share of cell area [%]
Clock buffer | 6 | 72.57 | 3.316
Clock inverter | 2 | 35.03 | 1.601
Inverter | 2 | 7.507 | 0.3431
Multi-Input combinational cell | 38 | 416.7 | 19.04
Sequential cell | 44 | 1211 | 55.35
Tap cell | 70 | 87.58 | 4.002
Timing Repair Buffer | 36 | 357.8 | 16.35
[report_power, final]
group / internal, µW / switching (µW)
logic: 54.8 / 26.1
clock network: 137 / 100
registers: 383 / 18.7
total: 575 / 145
[cells by family after synthesis]
| logic type | after synthesis |
|---|---|
| flip-flops | 44 |
| XOR/XNOR | 3 |
| adder cells (fa/ha/maj) | 2 |
| AND/OR/NAND/NOR | 13 |
| buffers and inverters | 7 |
| AND-OR/OR-AND | 8 |
| multiplexers | 12 |
[placed cells by master (no fill, tap or decap), drive strengths merged]
cell type,n
clkdlybuf4s50,35
edfxtp,33
dfxtp,11
mux4,7
clkbuf,6
nand2,5
mux2i,4
xnor2,3
and3,3
inv,2
ha,2
nor2b,2
nand2b,1
mux2,1
a31oi,1
nand3b,1
o211ai,1
a2111oi,1
a31o,1
a311oi,1
o211a,1
nand4,1
a21oi,1
o21ai,1
bufinv,1
clkinv,1
buf,1
[worst paths after layout]
path | depth (start not counted) | slack, ns | startpoint | end
max | 5 | 1.79 | actualLR | DacDat
min | 0 | 0.33 | lrclk_trg[0] | lrclk_trg[1]
max reg2reg | 5 | 3.12 | bit_cnt[1] | lb[13]
min reg2reg | 0 | 0.33 | lrclk_trg[0] | lrclk_trg[1]
Power figures rest on the tool's default switching activity, not on a simulated workload.
