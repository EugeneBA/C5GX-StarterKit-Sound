--- ./config.mk ---
export PLATFORM = sky130hd
export DESIGN_NAME = SEG7_4X_HEX
export DESIGN_NICKNAME = SEG7_4X_HEX
export VERILOG_FILES = /design/flow/design.v
export SDC_FILE = /design/flow/constraint.sdc
export NUM_CORES = 4
export LEC_CHECK = 1
export CORE_AREA = 10 10 71 71
export DIE_AREA = 0 0 81 81
--- ./constraint.sdc ---
current_design SEG7_4X_HEX

set clk_period 1.6
set clk_io_pct 0.2

create_clock -name clk0 -period $clk_period

set non_clock_inputs [all_inputs -no_clocks]
set_input_delay [expr $clk_period * $clk_io_pct] -clock clk0 $non_clock_inputs
set_output_delay [expr $clk_period * $clk_io_pct] -clock clk0 [all_outputs]
--- ./design.v ---
module SEG7_4X_HEX 
(
	input [15:0] value,
	output [6:0] seg0,
	output [6:0] seg1,
	output [6:0] seg2,
	output [6:0] seg3
);
SEG7_LUT	S0	(seg0,value[3:0]);
SEG7_LUT	S1	(seg1,value[7:4]);
SEG7_LUT	S2	(seg2,value[11:8]);
SEG7_LUT	S3	(seg3,value[15:12]);
endmodule
module SEG7_LUT	(	oSEG,iDIG	);
input	[3:0]	iDIG;
output	[6:0]	oSEG;
reg		[6:0]	oSEG;
always @(iDIG)
begin
		case(iDIG)
		4'h1: oSEG = 7'b1111001;	 
		4'h2: oSEG = 7'b0100100; 	 
		4'h3: oSEG = 7'b0110000; 	 
		4'h4: oSEG = 7'b0011001; 	 
		4'h5: oSEG = 7'b0010010; 	 
		4'h6: oSEG = 7'b0000010; 	 
		4'h7: oSEG = 7'b1111000; 	 
		4'h8: oSEG = 7'b0000000; 	 
		4'h9: oSEG = 7'b0011000; 	 
		4'ha: oSEG = 7'b0001000;
		4'hb: oSEG = 7'b0000011;
		4'hc: oSEG = 7'b1000110;
		4'hd: oSEG = 7'b0100001;
		4'he: oSEG = 7'b0000110;
		4'hf: oSEG = 7'b0001110;
		4'h0: oSEG = 7'b1000000;
		endcase
end
endmodule
--- ./run.sh ---
#!/bin/bash
# OpenROAD 26Q1-2900-gdf79404cd8, Yosys 0.63+post, stock flow scripts
make -C /OpenROAD-flow-scripts/flow DESIGN_CONFIG=/design/flow/config.mk WORK_HOME=/design/flow/orfs finish
==> Table 3: Implementation characteristics <==
Physical implementation characteristics

Parameter                              Value

Run status
  Run status .................. finished, violations left
  Violated checks .................. negative setup slack

Global routing
  GRT Util Overall .................. 11.07%
  Initial antenna violation count .................. 0
  Wire length of the first global-routing pass .................. 6.244 mm
  Overflow after GRT .................. 0
  Via count of the first global-routing pass .................. 1350
  Largest net degree at the start of global routing .................. 10

Timing
  Maximum clock rate .................. 616.3 MHz
  Part of the cycle the worst path needs .................. 101.4%
  Setup slack after layout .................. -0.02252 ns
  Pin slew with the least headroom to its limit .................. 0.2242 ns
  Final Max Slew Viols .................. 0
  Final number of setup-violating endpoints .................. 2
  Fin crit period .................. 1.623 ns
  Worst hold margin .................. 1.005 ns
  Hold Fails Final Rpt .................. 0
  Headroom to the max-slew limit .................. 85.05%
  RSZ-0062 raised after global routing .................. yes

Power and ir drop
  Leak .................. 1.051 nW
  Power density over cell area .................. 257.8 nW/um^2
  Max VDD drop .................. 150.7 uV
  Overall power consumption .................. 0.5951 mW

Drt
  Detail-routed via count per cell .................. 4.846
  First-pass iteration count of the detailed router .................. 4
  Drt wl/cell .................. 14.09 microns
  DRT iter0 DRCs .................. 35
  Final routed DRC violation total .................. 0
  Number of antenna-violating nets in the routed design .................. 0
  Number of vias after detailed routing .................. 1352
  Total detailed-routing wirelength .................. 3.930 mm
  N_diodes .................. 0

Critical path
  Start-to-end type of the worst setup path .................. input pin to output pin
  Required arrival time at the worst endpoint .................. 1.28 ns
  Cell chain of the critical path .................. buf_8 -> inv_6 -> buf_6 -> ha_4 -> nor2b_4 -> or3b_1 -> o21ai_1 -> buf_2
  Number of cells on the critical path .................. 8
  WP buf/inv .................. 4
  Sort of element at the end of the critical path .................. output pin
  Maximum net fanout on the critical path .................. 3
  First element of the critical path .................. value[5]
  Crit path largest cell delay .................. 0.37 ns
  CP max-delay cell .................. or3b_1
  Data arrival time of the critical path .................. 1.30 ns
  Startpoint Class .................. input pin
  Top delay family on crit path .................. simple AND/OR/NAND/NOR gates

Synth
  Cell accounting for the most synthesized area .................. ha_1
  Area figure in the yosys stat output .................. 984.7 sq um
  Leading cell types by count after synthesis .................. ha_1, nor2_1, o21ai_0
  Synth Cell Area .................. 984.7 sq um
  Area share of the largest cell type after synthesis .................. 30.50%
  Average footprint of a synthesized cell .................. 7.135 sq um
  Post-synthesis instance total .................. 138
  Leading cell type by number of instances after synthesis .................. ha_1
  Number of distinct library cell variants in the gate-level netlist after synthesis .................. 30
  Synth top area cells .................. ha_1, mux2i_1, o21ai_0
  Tally of yosys warning messages .................. 1
  Cells in synth_stat.txt .................. 138
  Sequential-to-total area share from yosys stat .................. 0%

Finish
  Footprint of the multi-input gates .................. 1286 sq um
  Syn-to-layout area delta .................. 134.4%
  Final core occ .................. 63.53%
  Total number of sequential cells .................. 0
  Fill cell count .................. 247
  Fraction of final layout cells with drive strength greater than 1 .................. 66.67%
  Number of clock buffers in the layout .................. 0
  Sequential cell area in the final layout .................. 0 sq um

Place
  Weighted congestion at the end of routability-driven global placement .................. 0.8580
  Half-perimeter wire length after placement .................. 2.469 mm
  Count of port buffers added during placement .................. 44

Floorplan
  I/O Pins .................. 44
  Die Span Y .................. 81 microns
  Initial core utilization .................. 27.10%
  Area of the chip .................. 6561 sq um
  Die outline width .................. 81 microns
  Count of standard-cell rows .................. 22
  Core ar. .................. 3633 sq um

Job
  OpenROAD warning count .................. 54
  Number of violations of the max-capacitance limit .................. 0

CTS
  Number of hold buffers added after CTS .................. 0

Hold path
  Worst min path class .................. input pin to output pin
  Startpoint of the tightest hold check path .................. value[10]
  Cell depth of the worst hold path .................. 3
## report_power, final
part           internal (mW)  switching [mW]  total (mW)
Sequential                 0               0           0
Clock                      0               0           0
Combinational          0.342           0.253       0.595
## what timing repair did
action                                  CTS  global route
gates resized                           212            68
endpoints found under the setup margin   28            26
gates cloned                              1             0
pin swaps                                28            23
setup buffers                            16             2
## path summary, 6_finish.rpt
kind                   to  slack (ns)
hold / removal    seg2[0]        1.00
setup / recovery  seg1[0]       -0.02
## cell type report
type                            count  share of cell area [%]
Tap cell                           48                   2.602
Timing Repair Buffer              100                   37.45
Inverter                           14                   4.228
Multi-Input combinational cell    117                   55.72
## kinds of logic (layout without fill, tap and decap cells)
family / Yosys count / after routing / share of synthesized area (%)
buffers and inverters: 21 / 114 / 9.276
AND-OR/OR-AND: 45 / 45 / 30.24
adder cells (fa/ha/maj): 24 / 24 / 30.50
AND/OR/NAND/NOR: 37 / 37 / 18.43
multiplexers: 11 / 11 / 11.56
## metrics by stage
step / instances / setup TNS [ns] / area (sq um) / setup slack (ns)
after global placement: 262 / -19.70 / 1739 / -0.7745
after CTS: 278 / -0.1937 / 2145 / -0.05295
final: 279 / -0.04386 / 2308 / -0.02252
after detailed placement: 262 / -20.11 / 1739 / -0.8226
after floorplan: 138 / 0 / 984.7 / 0.1823
after global routing: 279 / -0.2983 / 2308 / -0.07472
## layer usage
metal | up-vias | track usage, % | share of wire [%]
li1 | 681 | - | -
met5 | - | 0 | 0
met1 | 634 | 15.37 | 49
met4 | 0 | 0 | 0.36
met3 | 2 | 2.227 | 7.0
met2 | 35 | 18.39 | 44
## layout by cell type, fill, tap and decap left out, types with 3 or more instances in the layout
cell,count
nor2_4,3
o31ai_1,3
inv_4,3
mux2i_1,7
or3_1,3
o21ai_2,4
o32ai_2,3
ha_2,3
nor2_2,3
o21ai_1,8
buf_2,14
buf_6,27
nor2_1,11
o21ai_0,3
ha_4,19
a22o_1,5
buf_8,3
clkbuf_2,9
a21oi_2,5
dlygate4sd2_1,7
clkdlybuf4s15_1,4
nand2_1,4
inv_1,4
buf_4,32
## worst min-delay path, stage by stage
cell	delay, ns
clkbuf_2	0.16
o31ai_1	0.10
buf_2	0.11
Power is estimated from default activity; no workload was simulated.
